<file path="config.mk">
export PLATFORM = sky130hd
export DESIGN_NAME = sound
export DESIGN_NICKNAME = sound
export VERILOG_FILES = /design/flow/design.v
export SDC_FILE = /design/flow/constraint.sdc
export NUM_CORES = 4
export LEC_CHECK = 1
export CORE_UTILIZATION = 40
</file>
<file path="constraint.sdc">
current_design sound

set clk_period 3.3
set clk_io_pct 0.2

create_clock -name clk0 -period $clk_period [get_ports {clk}]

set non_clock_inputs [all_inputs -no_clocks]
set_input_delay [expr $clk_period * $clk_io_pct] -clock clk0 $non_clock_inputs
set_output_delay [expr $clk_period * $clk_io_pct] -clock clk0 [all_outputs]
</file>
<file path="design.v">
`timescale 1ns / 1ps
module pwm_gen ( 
    input [11:0] period, 
    input [11:0] h_time,
    input clk,
    output reg wave,pulse
);
    reg [11:0] cnt=0;
    always @(posedge clk) begin
        cnt<=cnt+1;
        pulse<=0;
        if(cnt>period)begin
            cnt<=0;
            pulse<=1;
        end else if(cnt<{h_time>>2})begin 
            wave<=1;
        end else begin
            wave<=0;
        end
    end
endmodule
module sound ( 
    input [11:0] period,
    input clk,
    output pwm
);
    reg [11:0] h_time=0;
    pwm_gen pg1( 
        .period(period),
        .h_time(h_time),
        .clk(clk),
        .wave(pwm),
        .pulse(pulse)
    );
    reg up=1,down=0;
    always @(posedge clk) begin
        if(pulse)begin
            if(up)begin
                h_time<=h_time+1;
                if(h_time>period)begin
                    up<=0;
                    down<=1;
                end
            end else begin
                h_time<=h_time-1;
                if(h_time==1)begin
                    down<=0;
                    up<=1;
                end
            end
        end
    end
endmodule
module audio#(
    parameter speed = 1000_0000,effect_speed=500_0000
)
( 
    input clk,jump,gamein,gamest, 
    input rstn,
    output  reg pwm,
    output  sd
    );
    parameter notenum = 531,
    effect_begin=532,
    effect_end=534,
    gameover_begin=535,
    gameover_end=735;
    reg [11:0] addra=0,addrb=effect_begin;
    wire [4:0]  douta,doutb;
    blk_mem_gen_music music_rom (
    .clka(clk),     
    .ena(1),       
    .addra(addra),   
    .douta(douta),   
    .clkb(clk),     
    .enb(1),       
    .addrb(addrb),   
    .doutb(doutb)   
    );
    wire [11:0] period1,period2;
    reg [31:0] FRD=0,FRD2;
    wire sd1,sd2;
    reg gameover=0;
    reg  tmp=0;
    always @(posedge clk or negedge rstn) begin
        if(!rstn)tmp<=0;
        tmp<=gamein;
    end
    assign y=(!gamein)&&tmp;
    always @(posedge clk or negedge rstn) begin 
        if(FRD>speed)FRD<=0;
        else FRD<=FRD+1;
        if(y)gameover<=1;
        else if(gamein||addra>=gameover_end)gameover<=0;
        if(!rstn) begin
            addra<=0;
            FRD<=0;
        end else if(FRD==0)begin
            if(gameover)begin
                if(addra<notenum)addra<=gameover_begin;
                else if(addra<gameover_end)addra<=addra+1;
                else addra<=0;
            end else begin
                if(addra>=notenum)addra<=0;
                else addra<=addra+1;
            end 
        end
    end
    reg jumping=0;
    always @(posedge clk) begin 
        if(FRD2>effect_speed)FRD2<=0;
        else FRD2<=FRD2+1;
        if(jump)jumping<=1;
        else if(addrb==effect_end)jumping<=0;
        if(FRD2==0)begin
            if(addrb==effect_end)addrb<=effect_begin;
            else if(jumping)addrb<=addrb+1;
        end
    end
    Music_decoder md( 
        .cin(douta),
        .cout(period1),
        .sd(sd1)
    );
    Music_decoder sp( 
        .cin(doutb),
        .cout(period2),
        .sd(sd2)
    );
    assign sd=sd1||sd2;
    wire pwm1,pwm2;
    sound music(
        .period(period1),
        .clk(clk),
        .pwm(pwm1)
    );
    sound spmusic(
        .period(period2),
        .clk(clk),
        .pwm(pwm2)
    );
    always @(*) begin
        if(gamein)begin
            pwm=(sd1&pwm1)||(jumping&&pwm2);
        end else begin
            pwm=sd1&pwm1;
        end
    end
endmodule
</file>
<file path="run.sh">
#!/bin/bash
# OpenROAD 26Q1-2900-gdf79404cd8, Yosys 0.63+post, stock flow scripts
make -C /OpenROAD-flow-scripts/flow DESIGN_CONFIG=/design/flow/config.mk WORK_HOME=/design/flow/orfs finish
</file>
==> results.txt <==
impl run done, here's what came out: HPWL after detailed placement around 3200 um, Synth top cell by count ha_1, Post-Syn Area about 2100 um^2, CTS tree done, Slew @ Worst Pin about 0.62 ns, CTS hold repair buffers 0, core area slightly below 5000 um^2, antenna-violating nets left 0, depth of the CTS H-tree 1, RSZ-0062 raised after global routing no, Finish-stage setup viols 0, WS Path Type in -> reg, Hold Path Stages 1, post-synth top area share between 20 and 25%, EDFF count, synth 14, floorplan core density 42.8%, area leader, netlist ha_1, PortBufs 13, PD cells 503 nW/um^2, total design power between 1 and 1.5 mW, Synth top cells by count ha_1 (37), inv_1 (29), nor2_1 (17), status finished, final reports clean, chip area roughly 5500 um^2, Registers, synthesis 27, setup TNS 0 ns, average wire per standard cell 13.7 um, die x size roughly 74 um, IO Pins 14, Synth Warn # 3, critical path arrival approximately 2.6 ns, post-CTS resize count 0, postcts setup bufs 0, top post-synthesis cells by area ha_1 (22%), edfxtp_1 (20%), dfxtp_1 (13%), clock latency on the worst-skew pair about 0.27 ns, ratio of cells with drive above 1 in the final layout under 10%, Max FO, Critical Path 14, DR vias about 1600, worst hold-check path type reg -> reg, Post-Route WL ~4100 um, max-cap violations 0, Critical Path RT 3.32 ns, drt pass-1 iters 4, Leakage roughly 1.0 nW, Worst Setup EP pg1.wave, Final Max Tran Viols 0, Root Buffer clkbuf_8, # fillers 479, worst vdd ir 0.000221 V, first-pass GRT wire length between 7000 and 8000 um, initial antenna violation count 0, Worst Setup Slack post-DPL 0.468 ns, Overflow after GRT 0, logic area between 1000 and 1500 um^2, Storage cell area approximately 700 um^2, Clock Path Buffers 2, number of remaining DRC errors 0, Setup WS post-layout 0.747 ns, # diodes 0, Area after DPL ~2300 um^2, CTS clk-pin slew, worst paths ~0.080 ns, gr usage total 17.6%, pin count of the biggest net entering global routing 15, hold slack around 0.48 ns, critical path startpoint category input pin, vias per cell approximately 5.2, Worst R2R End h_time[9], Final Util a little under half, final hold vios 0, Cell Count, Final, Fillers Out around 300, skew final approximately 0.011 ns, sequential fraction of the synthesis area roughly a third, fmax 0.392 GHz, Syn Area/Cell around 9.4 um^2, post-route clock period utilization 77.4%, total placed cells including tap cells 296, ys cells ~220, CP endpoint kind flop, Reg2Reg Depth 5, post-route cell area around 2300 um^2, number of logged tool warnings 27, Yosys chip area 2080 um^2, Cell Type Count around 40, main flop type edfxtp_1, gpl congestion 0.852, CTS Buf Count 3, Area Overhead vs Synth 11.4%, Initial DRC Count a little over 90, die y size 74.0 um, Worst Setup SP period[10], CTS Sinks 27, Cells after Synth approximately 220, reg2reg start h_time[2], R2R setup slack 1.06 ns, vias in the first global route between 1500 and 2000, ys async rst share 0%, min cycle time layout between 2 and 3 ns, max_slew headroom between 50 and 60%, num rows 25
==> metal layers <==
metal	part of all wire [%]	global-route usage, %	wire [um]
met1	53	28.8	2170
met3	4.3	2.20	177
met5	0	0	0
met4	1.3	2.78	53
met2	41	26.4	1690
==> kinds of logic after synthesis <==
group                    Yosys count  synth area share, %
buffers and inverters             33                 6.39
XOR/XNOR                          20                 8.44
AND-OR/OR-AND                     36                 12.6
AND/OR/NAND/NOR                   66                 17.0
flip-flops                        27                 32.8
multiplexers                       1                0.482
adder cells (fa/ha/maj)           37                 22.3
==> registers in the layout (all words and copies together) (netlist names) <==
name,count
pg1.wave,1
up,1
pg1.pulse,1
pg1.cnt,12
h_time,12
==> worst min path at each step <==
stage     slack [ns]  startpoint         end
4_1_cts         0.48  pg1.cnt[0]  pg1.cnt[0]
5_1_grt         0.54  pg1.cnt[0]  pg1.cnt[0]
6_report        0.48  pg1.cnt[0]  pg1.cnt[0]
==> layout by cell type, fill, tap and decap left out, drive strengths merged, types with 6 or more instances in the layout <==
cell,instances
a21oi,13
clkdlybuf4s50,13
dfxtp,13
edfxtp,14
ha,37
inv,29
nand3,13
nand4,10
nor2,17
nor3,6
xnor2,14
xor2,6
==> cell type report <==
cell class | instances | share of cell area, %
flip-flops and latches | 27 | 29.4
inverters | 29 | 4.71
well taps | 67 | 3.63
multi-input cells | 160 | 54.6
clock buffers | 4 | 2.00
repair buffers | 13 | 5.63
==> report_power, final <==
| group | total (mW) | internal (mW) | switching, mW |
|---|---|---|---|
| registers | 0.577 | 0.448 | 0.129 |
| logic | 0.394 | 0.206 | 0.188 |
| clock network | 0.191 | 0.0893 | 0.101 |
| total | 1.16 | 0.744 | 0.418 |
==> worst max-delay path, cell delays in order <==
cell             delay [ns]
clkdlybuf4s50_1        0.46
inv_1                  0.05
ha_1                   0.31
nand4_1                0.19
a211oi_1               0.29
o41a_1                 0.50
inv_1                  0.10
No activity file was given, so power comes from the tool's default toggle rates.
