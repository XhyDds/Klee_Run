===== flow/constraint.sdc =====
current_design ps2_transmitter

set clk_period 2.7
set clk_io_pct 0.2

create_clock -name clk0 -period $clk_period [get_ports {clk}]

set non_clock_inputs [all_inputs -no_clocks]
set_input_delay [expr $clk_period * $clk_io_pct] -clock clk0 $non_clock_inputs
set_output_delay [expr $clk_period * $clk_io_pct] -clock clk0 [all_outputs]

===== flow/config.mk =====
export PLATFORM = sky130hd
export DESIGN_NAME = ps2_transmitter
export DESIGN_NICKNAME = ps2_transmitter
export VERILOG_FILES = /design/flow/design.v
export SDC_FILE = /design/flow/constraint.sdc
export NUM_CORES = 4
export LEC_CHECK = 1
export CORE_UTILIZATION = 50

===== flow/run.sh =====
#!/bin/bash
# OpenROAD 26Q1-2900-gdf79404cd8, Yosys 0.63+post, stock flow scripts
make -C /OpenROAD-flow-scripts/flow DESIGN_CONFIG=/design/flow/config.mk WORK_HOME=/design/flow/orfs finish

===== flow/design.v =====
`timescale 1ns / 1ps
module ps2_transmitter (
    input            clk,
    input            rstn,
    input            clock_in,            
    input            serial_data_in,      
    output reg [7:0] parallel_data_in,    
    output reg       parallel_data_valid, 
    output reg       data_in_error,       
    output reg       clock_out,            
    output reg       serial_data_out,      
    input      [7:0] parallel_data_out,    
    input            parallel_data_enable, 
    output reg       data_out_complete,
    output reg       busy,                 
    output reg       clock_output_oe,      
    output reg       data_output_oe        
);
    parameter [3:0] IDLE = 4'd0;
    parameter [3:0] WAIT_IO = 4'd1;
    parameter [3:0] DATA_IN = 4'd2;
    parameter [3:0] DATA_OUT = 4'd3;
    parameter [3:0] INITIALIZE = 4'd4;
    reg  [3:0]  state;
    reg  [3:0]  next_state;
    reg  [10:0] data_out_buf;
    reg  [10:0] data_in_buf;
    reg  [3:0]  data_count;
    reg  [15:0] clock_count;
    reg  [1:0]  clock_in_delay;
    wire        clock_in_negedge;
    always @(posedge clk) begin
        clock_in_delay <= {clock_in_delay[0], clock_in};
    end
    assign clock_in_negedge = (clock_in_delay == 2'b10) ? 1'b1 : 1'b0; 
    always @(posedge clk) begin
        if(!rstn) begin
            state <= IDLE;
        end
        else begin
            state <= next_state;
        end
    end
    always @(posedge clk) begin
        case (state)
            IDLE: begin
                next_state <= WAIT_IO;
                clock_output_oe <= 1'b0;
                data_output_oe <= 1'b0;
                data_in_error <= 1'b0;
                data_count <= 4'd0;
                busy <= 1'b0;
                parallel_data_valid <= 1'b0;
                clock_count <= 16'd0;
                data_in_buf <= 11'h0;
                data_out_buf <= 11'h0;
                clock_out <= 1'b1;
                serial_data_out <= 1'b1;
                data_out_complete <= 1'b0;
                parallel_data_in <= 8'h00;
            end
            WAIT_IO: begin
                if(clock_in_negedge) begin   
                    next_state <= DATA_IN;
                    busy <= 1'b1;
                    data_count <= 4'd0;
                end
                else if(parallel_data_enable) begin  
                    next_state <= INITIALIZE;
                    busy <= 1'b1;
                    data_count <= 4'd0;
                    clock_output_oe <= 1'b1;
                    clock_out <= 1'b0;   
                    data_out_buf <= {parallel_data_out[0],parallel_data_out[1],parallel_data_out[2],parallel_data_out[3],
                                    parallel_data_out[4],parallel_data_out[5],parallel_data_out[6],parallel_data_out[7],
                                    ~^(parallel_data_out), 2'b11};
                    data_output_oe <= 1'b1;
                    serial_data_out <= 1'b0;
                end
            end
            DATA_IN: begin
                if(clock_in_negedge && (data_count < 4'd10)) begin
                    data_in_buf <= {data_in_buf[9:0], serial_data_in};
                    data_count <= data_count + 4'd1;
                end
                else if(data_count == 4'd10) begin 
                    next_state <= IDLE;
                    data_count <= 4'd0;
                    busy <= 1'b0;
                    parallel_data_valid <= 1'b1;
                    parallel_data_in <= {data_in_buf[2],data_in_buf[3],data_in_buf[4],data_in_buf[5],
                                        data_in_buf[6],data_in_buf[7],data_in_buf[8],data_in_buf[9]};
                    if(data_in_buf[1] == ^(data_in_buf[9:2])) begin 
                        data_in_error <= 1'b1;
                    end
                end
            end
            INITIALIZE : begin
                if(clock_count < 16'd6000) begin 
                    clock_count <= clock_count + 16'd1;
                    clock_output_oe <= 1'b1;
                    clock_out <= 1'b0;
                end
                else begin
                    next_state <= DATA_OUT;
                    clock_output_oe <= 1'b0;
                    clock_out <= 1'b1;
                end
            end
            DATA_OUT : begin
                if(clock_in_negedge) begin
                    if(data_count < 4'd10) begin
                        data_count <= data_count + 4'd1;
                        serial_data_out <= data_out_buf[10];
                        data_out_buf <= {data_out_buf[9:0], 1'b0};
                    end
                    else if(data_count == 4'd10) begin
                        data_out_complete <= 1'b1;
                        next_state <= IDLE;
                        busy <= 1'b0;
                    end
                end
            end
        endcase
    end
endmodule
module PS2(
    );
endmodule

==> results.cfg <==
; physical design summary
[synth]
syn_area_mm2 = 0.00297
ys_area_mm2 = 0.00297
syn_inst = 244
synth_warnings = 1
ys_ff = 65
ys_seq_share_pct = 63.9
ys_cells = 244
avgSynthCellArea_um2 = 12.2
ys_types = 33

[final_timing]
skew_ns = 0.00426
setup_tns_ns = 0
setup_viol = 0
slew_viol_final = 0
finalHoldViolCount = 0
timing.final.crit_period_ns = 1.94
slew_headroom_pct = 52.3
worstMarginPinSlew_ns = 0.713
fin_crit_sh_pct = 71.7
rsz0062_at_grt = false
fmax_ghz = 0.517

[drt]
route.antenna.diode_count = 0
vias = 1831
viasPerCell = 5.11
drt-initial-drc-count = 63
wl_per_cell_um = 13.2
drtAntennaViolNets = 0
dr.pass1.iters = 4
drc = 0
wl_mm = 4.72

[power]
internal_power_mw = 2.46
leakagePower_nw = 1.26
switching_share_pct = 29.9
switching_power_mw = 1.05
ir_worst_vdd_mv = 0.530
clkPwrFrac_pct = 18.3
pwr-share-comb_pct = 28.4
pwr-share-seq_pct = 53.3
powerDensity_mw_per_mm2 = 1000

[clock_tree]
cts_resized = 0
post-cts-setup-buffers = 0
ctsRootBufferMaster = clkbuf_8
cts_buffers = 9
h-tree-depth = 3
clkSlewWorstSetupHoldPaths_ns = 0.06
cts_hold_buf = 0
cts_buffer_depth = 2
worstSkewPairLatency_ns = 0.33
cts_tree = done
cts.sinks = 65

[setup_path]
crit_type = register to register
cpMaxStageDelayCell = dfxtp_1
cp_data_arrival_time_ns = 1.96
ff2ff_path_depth = 6
crit_fanout = 16
worstReg2RegStart = state[0]$_SDFF_PN0_
startpoint_type = register
end_kind = register
r2r-end = clock_count[6]$_SDFFCE_PN0P_
worstPathCellList = nor2_1 > nand2_1 > nor4_1 > nand2_1 > o21ai_1 > buf_4
required_ns = 2.72
slowest_delay_ns = 0.43
cp_top_family = simple AND/OR/NAND/NOR gates
cp_common_cell = nand2_1
path_buffers = 1
regToRegSetupSlack_ns = 0.76

[placed_design]
io_buffers = 28
gp_congestion = 0.788
dpl.hpwl_mm = 3.06
dpl_cell_area_mm2 = 0.00336

[floorplan]
dieHeight_um = 79.1
chipArea_mm2 = 0.00626
core_area_mm2 = 0.00561
rows = 27
pin_count = 29
die_x_um = 79.1
fp_util_pct = 53.0

[min_path]
hold_depth = 0
hp-class = register to register
hp-start = clock_in_delay[0]$_DFF_P_
min_to = clock_in_delay[1]$_DFF_P_

[global_routing]
track_usage_pct = 17.9
grt_max_degree = 24
grt_pass1_wl_mm = 8.02
grt_pass1_vias = 1784
grt_overflow = 0
antenna_found_initial = 0

[cells_and_area]
drive_gt1_share_pct = 9.09
lay_top_count = edfxtp_1
design_area_mm2 = 0.00351
area_growth_pct = 18.1
fillers = 475
final_cell_mix = edfxtp_1, nor2_1, clkdlybuf4s50_1

[job]
warning_count = 27
cap_violations = 0

[outcome]
outcome = completed
-- cells in the mapped netlist --
library cell | count | share of area (%)
a211oi_1 | 1 | 0.25
a21boi_0 | 3 | 0.76
a21o_1 | 1 | 0.25
a21oi_1 | 12 | 2.0
a31oi_1 | 2 | 0.42
and2_1 | 15 | 3.2
and3_1 | 4 | 0.84
and3_2 | 1 | 0.25
buf_2 | 1 | 0.17
clkbuf_1 | 6 | 0.76
dfxtp_1 | 5 | 3.4
edfxtp_1 | 60 | 61
ha_1 | 3 | 1.3
inv_1 | 5 | 0.63
mux2i_1 | 8 | 2.7
nand2_1 | 15 | 1.9
nand2b_1 | 2 | 0.42
nand3_1 | 3 | 0.50
nand3_2 | 2 | 0.67
nand4_1 | 2 | 0.42
nand4_2 | 1 | 0.42
nor2_1 | 40 | 5.0
nor2b_1 | 2 | 0.42
nor3_1 | 2 | 0.34
nor3_4 | 1 | 0.55
nor4_1 | 1 | 0.21
o21a_1 | 1 | 0.25
o21ai_0 | 10 | 1.7
o21bai_1 | 1 | 0.25
or2_2 | 3 | 0.63
or3_1 | 3 | 0.63
xnor2_1 | 21 | 6.2
xor2_1 | 7 | 2.1
-- power groups by stage --
stage	combinational [mW]	clock, mW	sequential (mW)
final	1.00	0.643	1.87
after global routing	1.12	0.710	1.93
after CTS	1.01	0.664	1.88
-- cell families after synthesis --
group	Yosys count	share of synthesized area, %
compound gates	31	5.89
xor+xnor	28	8.25
fa+ha+maj	3	1.26
buf+inv	12	1.56
flops	65	63.9
mux	8	2.69
simple gates	97	16.4
-- area by class of cell --
class	instances	area [µm²]	share of cell area [%]
Clock buffer	9	124	3.53
Clock inverter	6	26.3	0.748
Inverter	5	18.8	0.534
Multi-Input combinational cell	167	1030	29.2
Sequential cell	65	1900	54.2
Tap cell	72	90.1	2.57
Timing Repair Buffer	34	325	9.26
-- worst max path at each step --
stage,start,to,slack (ns),depth (start not counted)
final,state[0]$_SDFF_PN0_,clock_count[6]$_SDFFCE_PN0P_,0.76,6
after global routing,clock_count[8]$_SDFFCE_PN0P_,next_state[2]$_DFFE_PP_,0.58,5
after CTS,state[0]$_SDFF_PN0_,clock_count[12]$_SDFFCE_PN0P_,0.76,6
-- metrics by stage --
step	setup WS (ns)	utilization, %	std cells	total power [mW]	hold slack, ns
final	0.764	62.6	358	3.52	0.364
after global routing	0.578	62.6	358	3.77	0.388
after CTS	0.760	62.6	358	3.56	0.369
after global placement	0.730	60.0	343	2.89	0.351
after detailed placement	0.733	60.0	343	2.90	0.360
after floorplan	0.484	-	244	2.46	0.344
-- worst reg2reg max path, stage by stage (launching register included) --
cell and delay (ns):
dfxtp_1 0.43, nor2_1 0.32, nand2_1 0.12, nor4_1 0.27, nand2_1 0.13, o21ai_1 0.09, buf_4 0.26
-- per-layer routing --
layer	up-vias	global-route usage [%]	routed length, µm
met5	-	0	0
met4	0	1.82	55
met3	6	5.48	224
met2	40	26.8	2160
met1	850	29.7	2290
li1	935	-	-
-- registers in the layout (all words and copies together) (netlist names) --
name                 flops
data_in_buf             10
clock_output_oe          1
state                    3
clock_count             16
parallel_data_valid      1
data_output_oe           1
data_out_buf            11
busy                     1
parallel_data_in         8
clock_in_delay           2
serial_data_out          1
clock_out                1
data_out_complete        1
data_count               4
next_state               3
data_in_error            1
Power figures rest on the tool's default switching activity, not on a simulated workload.
