### flow/config.mk
export PLATFORM = sky130hd
export DESIGN_NAME = Music_decoder
export DESIGN_NICKNAME = Music_decoder
export VERILOG_FILES = /design/flow/design.v
export SDC_FILE = /design/flow/constraint.sdc
export NUM_CORES = 4
export LEC_CHECK = 1
export CORE_AREA = 10 10 92 92
export DIE_AREA = 0 0 102 102
### flow/constraint.sdc
current_design Music_decoder

set clk_period 1.4
set clk_io_pct 0.2

create_clock -name clk0 -period $clk_period

set non_clock_inputs [all_inputs -no_clocks]
set_input_delay [expr $clk_period * $clk_io_pct] -clock clk0 $non_clock_inputs
set_output_delay [expr $clk_period * $clk_io_pct] -clock clk0 [all_outputs]
### flow/design.v
`timescale 1ns / 1ps
module Music_decoder(
    input [4:0] cin,
    output reg [11:0] cout,
    output reg sd
    );
    always @(*) begin
        sd=1;
        case (cin)
            5'b0: sd=0; 
            5'b00001:cout=618; 
            5'b00010:cout=583; 
            5'b00011:cout=550; 
            5'b00100:cout=535; 
            5'b00101:cout=505; 
            5'b00110:cout=476; 
            5'b00111:cout=450; 
            5'b01000:cout=437; 
            5'b01001:cout=412; 
            5'b01010:cout=389; 
            5'b01011:cout=378; 
            5'b01100:cout=357; 
            5'b01101:cout=337; 
            5'b01110:cout=318; 
            5'b01111:cout=309; 
            5'b10000:cout=291; 
            5'b10001:cout=275; 
            5'b10010:cout=267; 
            5'b10011:cout=252; 
            5'b10100:cout=238; 
            5'b10101:cout=225; 
            5'b10110:cout=425; 
            5'b10111:cout=277; 
            5'b11000:cout=218; 
            5'b11001:cout=206;
            5'b11010:cout=195;
            5'b11011:cout=189;
            5'b11100:cout=178;
            5'b11101:cout=168;
            5'b11110:cout=159;
            default: cout=618; 
        endcase
    end
endmodule
### flow/run.sh
#!/bin/bash
# OpenROAD 26Q1-2900-gdf79404cd8, Yosys 0.63+post, stock flow scripts
make -C /OpenROAD-flow-scripts/flow DESIGN_CONFIG=/design/flow/config.mk WORK_HOME=/design/flow/orfs finish
==> flow_metrics.tcl <==
# yosys + openroad results
set metrics [dict create \
    leakagePower_nw 0.375 \
    ys_warn_count 1 \
    cp.required_ns 1.12 \
    drv_slew 0 \
    drt_first_iter_violations 28 \
    grt_pass1_vias 638 \
    yosysTopAreaCellShare 0.215 \
    untimed_endpoints 20 \
    whs_ns 0.968 \
    final_core_util 0.146 \
    antenna_found_initial 0 \
    fp.coreArea_um2 6460 \
    numPortBuffers 16 \
    critical_path.endpoint_type "output port" \
    warnings 32 \
    cp.buffers_inverters 2 \
    synthTopCellsByCount "nand2_1, a21oi_1, dlxtp_1, nor2_1" \
    p_total_mw 0.294 \
    dp_cells 190 \
    syn-cell-area_um2 699 \
    avgViaCountPerCell 3.93 \
    ys_top_cells_by_area "dlxtp_1, a21oi_1, nand2_1" \
    xor_area_frac 0.0250 \
    largest_reg_flops 10 \
    grt_pass1_wl_um 3160 \
    drc 0 \
    grt.total_usage 0.0354 \
    finalCritPeriodShare 0.943 \
    area_growth_pct 35.1 \
    startpoint_type "input port" \
    final_cells 193 \
    drive_gt1_frac 0.190 \
    tns_ns 0 \
    insertedDiodeCount 0 \
    drtAntennaViolNets 0 \
    wl_um 1910 \
    rsz0062_at_grt "false" \
    syn_area_per_cell_um2 6.92 \
    dieWidth_um 102 \
    worst_ep_arrival_time_ns 1.04 \
    maxCapViolCount 0 \
    top_area_cell "dlxtp_1" \
    pin_count 18 \
    hold_path.class "in -> out" \
    ys_chip_area_um2 699 \
    power_density_nw_per_um2 311 \
    synth_cell_types 39 \
    initCoreUtil 0.108 \
    synthArstFlopShare 0 \
    ys_cells 101 \
    yosysMostFrequentCell "nand2_1" \
    top_logic_kind "AND-OR/OR-AND gates" \
    simple_gate_share 0.265 \
    grt_max_degree 25 \
    dieArea_um2 10400 \
    compound_area_frac 0.363 \
    drtPass1Iterations 4 \
    fmax_ghz 0.757 \
    fin_crit_ns 1.32 \
    worst_ir_drop_vdd_v 0.000127 \
    cp_top_family "simple AND/OR/NAND/NOR gates" \
    synthFlopType "dlxtp_1" \
    wire_per_inst_um 9.88 \
    criticalPathCategory "in -> out" \
    edf_count 0 \
    grt_overflow 0 \
    ys.flops 10 \
    slowest_delay_ns 0.34 \
    setup_viol 0 \
    crit_fanout 2 \
    rows 29 \
    die_h_um 102 \
    slowest_stage "or3_4" \
    netlist_instances 101 \
    place.gp.congestion 0.849 \
    status "complete, no violations" \
    cp_cell_sequence "buf_2 -> nor2_2 -> nand2_1 -> or3_4 -> buf_6" \
    hpwl_um 1510 \
    unclocked_pins 10 \
    synth-adder-area-share 0 \
    final-hold-violation-count 0 \
    vias 759 \
    mux_share 0 \
]
cells by family after synthesis:
group,Yosys count
compound gates,37
simple gates,37
buf+inv,14
latches,10
xor+xnor,2
other cells,1
repair_timing:
item	CTS	global route
gates resized	18	2
pin swaps	3	3
endpoints found under the setup margin	1	1
buffers inserted	3	0
hold buffers	0	0
cells in the final DEF (no fill, tap or decap), drive strengths merged, types with 2 or more instances in the layout:
cell / instances
nor2b: 6
nor2: 8
o211ai: 2
dlxtp: 10
conb: 2
clkdlybuf4s50: 10
a21oi: 11
o21ai: 6
dlygate4sd2: 2
a21o: 2
or3: 2
a2bb2oi: 2
nor3: 2
a31oi: 2
inv: 2
buf: 13
nand2: 13
nand2b: 2
metrics by stage:
stage          cell area (um^2)  setup WS [ns]
3_3_place_gp                931         -0.598
4_1_cts                     950        0.00151
6_report                    945         0.0792
3_5_place_dp                931         -0.606
2_1_floorplan               703         0.0620
5_1_grt                     945         0.0500
final timing paths:
| path | slack (ns) | depth (start not counted) | end | start |
|---|---|---|---|---|
| max | 0.08 | 5 | sd | cin[0] |
| min | 0.97 | 5 | sd | cin[1] |
final cells by class:
| type | count | area (um^2) |
|---|---|---|
| multi-input cells | 78 | 472 |
| inverters | 2 | 7.51 |
| well taps | 77 | 96.3 |
| repair buffers | 26 | 219 |
| flip-flops and latches | 10 | 150 |
| fillers | 738 | 5510 |
where the power goes:
group          switching [mW]  total, mW  leakage (nW)  internal, mW
combinational           0.111      0.245         0.296         0.135
clock                       0          0             0             0
sequential            0.00950     0.0486        0.0791        0.0391
layer usage:
layer	global-route usage	wire, um
met5	0	0
met4	0	0
met3	0.00409	141
met2	0.0573	864
met1	0.0523	900
No activity file was given, so power comes from the tool's default toggle rates.
